===== flow/design.v =====
module data_ctrl #(
  parameter SAMPLE_WIDTH = 12
)(
  input  wire        i_clk,
  input  wire        i_trigger_pulse,
  input  wire        i_tx_done,
  input  wire        i_sample_valid,
  input  wire [SAMPLE_WIDTH-1:0] i_sample_data,
  input  wire        i_capture_done,
  input  wire        i_RESET,
  output reg         o_rd_en,
  output reg  [7:0]  o_tx_data,
  output reg         o_tx_en,
  output reg         o_transfer_done,
  output reg  [2:0]  o_state
);
  localparam s_IDLE     = 3'b000;
  localparam s_REQUEST  = 3'b001;
  localparam s_LOWER    = 3'b010;
  localparam s_UPPER    = 3'b011;
  localparam s_WAIT_TX  = 3'b100;
  localparam s_DONE     = 3'b101;
  reg [SAMPLE_WIDTH-1:0] r_sample_reg;
  reg byte_sel;   
  always @(posedge i_clk) 
  begin
    if (i_RESET) 
    begin
      r_sample_reg    <= 0;
      byte_sel        <= 0;
      o_state         <= s_IDLE;
      o_tx_data       <= 0;
      o_tx_en         <= 0;
      o_rd_en         <= 0;
      o_transfer_done <= 0;
    end 
    else 
    begin
      case (o_state)
        s_IDLE: 
        begin
          o_transfer_done <= 0;
          o_tx_en <= 0;
          o_rd_en <= 0;
          byte_sel <= 0;
          if (i_trigger_pulse) 
          begin
            o_state <= s_REQUEST;
            o_rd_en <= 1;
          end
        end
        s_REQUEST: 
        begin
          o_rd_en <= 0;
          if (i_sample_valid) 
          begin
            r_sample_reg <= i_sample_data;
            o_state <= s_LOWER;
          end
        end
        s_LOWER: 
        begin
          o_tx_data <= r_sample_reg[7:0];
          o_tx_en   <= 1;
          o_state   <= s_WAIT_TX;
          byte_sel  <= 0;
        end
        s_UPPER: 
        begin
          o_tx_data <= {4'b0000, r_sample_reg[11:8]};
          o_tx_en   <= 1;
          o_state   <= s_WAIT_TX;
          byte_sel  <= 1;
        end
        s_WAIT_TX: 
        begin
          o_tx_en <= 0;
          if (i_tx_done) 
          begin
            if (byte_sel == 0) 
            begin
              o_state <= s_UPPER;
            end 
            else 
            begin
              if (i_capture_done) 
              begin
                o_state <= s_DONE;
              end 
              else 
              begin
                o_rd_en <= 1;
                o_state <= s_REQUEST;
              end
            end
          end
        end
        s_DONE: 
        begin
          o_transfer_done <= 1;
          o_state <= s_IDLE;
        end
        default: 
        begin  
          o_state <= s_IDLE;
        end
      endcase
    end
  end
endmodule

===== flow/run.sh =====
#!/bin/bash
# OpenROAD 26Q1-2900-gdf79404cd8, Yosys 0.63+post, stock flow scripts
make -C /OpenROAD-flow-scripts/flow DESIGN_CONFIG=/design/flow/config.mk WORK_HOME=/design/flow/orfs finish

===== flow/config.mk =====
export PLATFORM = sky130hd
export DESIGN_NAME = data_ctrl
export DESIGN_NICKNAME = data_ctrl
export VERILOG_FILES = /design/flow/design.v
export SDC_FILE = /design/flow/constraint.sdc
export NUM_CORES = 4
export LEC_CHECK = 1
export CORE_AREA = 10 10 88 88
export DIE_AREA = 0 0 98 98

===== flow/constraint.sdc =====
current_design data_ctrl

set clk_period 2.3
set clk_io_pct 0.2

create_clock -name clk0 -period $clk_period [get_ports {i_clk}]

set non_clock_inputs [all_inputs -no_clocks]
set_input_delay [expr $clk_period * $clk_io_pct] -clock clk0 $non_clock_inputs
set_output_delay [expr $clk_period * $clk_io_pct] -clock clk0 [all_outputs]

==> Slide: Implementation Results <==
Physical Implementation Snapshot

Cells and area
  – Finished Cell Area: 1520 sq um
  – Area growth syn-to-layout: 35.5%
  – Max FFs per register: 12
  – Fill count: 622
  – Area of the multi-input gates: 502 sq um
  – Share of layout cells above drive strength 1: 6.79%
  – Register area: 541 sq um

Logic synthesis
  – Post-synthesis cell count: 134
  – YS chip area: 1120 sq um
  – Yosys Instances: 134
  – Yosys warns: 1
  – Seq share, synth: 48.1%
  – Synthesized area per cell: 8.38 sq um
  – Netlist Area Pre-Place: 1120 sq um
  – Unique masters post-synth: 26
  – Ys flops: 27

CTS
  – Num CTS Buffers: 3
  – Root Buffer Master: clkbuf_8
  – CTS tree: done
  – Clk slew on worst S/H paths: 0.09 ns
  – Worst-Skew Late Latency: 0.27 ns
  – H-tree lvl count: 1
  – Hold buffers post-CTS: 0
  – Post-CTS setup repair buffer count: 0
  – Maximum buffer depth of the clock tree: 2
  – # resized after CTS: 0
  – Clock Sinks: 27

Final timing
  – Setup violations, final: 0
  – Post-layout period usage: 82.4%
  – Final Hold Violation Tally: 0
  – Max-slew headroom: 69.5%
  – TNS Setup: 0 ns
  – Clock skew: 0.00218 ns
  – Max-slew violations: 0
  – Unrepaired setup endpoints after global routing: no
  – Final min period: 1.90 ns
  – Worst-Margin Slew: 0.456 ns
  – Fmax: 0.528 GHz

GRT
  – Total track usage: 5.69%
  – Total grt overflow: 0
  – Initial antenna violation count: 0
  – Largest net degree at the start of global routing: 20
  – Global-route wire length before repair: 4710 um
  – Vias in the first global route: 935

Job
  – Max-Cap Viols: 0
  – Count of tool warnings: 25

Floorplanning
  – Die H: 98 um
  – Rows: 28
  – Fp util: 19.0%
  – Die ar.: 9600 sq um
  – Io pins: 32
  – Core ar.: 5920 sq um
  – Horiz. Die Dim: 98 um

Routing
  – DR vias/cell: 4.12
  – Initial DRC Count: 87
  – Post-route antenna net violation count: 0
  – WL per Instance: 12.0 um
  – Drt drc: 0
  – Diode count: 0
  – Final wirelength: 2850 um
  – Pre-Repair DR Iteration Count: 4
  – Via count: 977

Placement
  – Post-place instance area: 1480 sq um
  – RePlAce Congestion: 0.843
  – HPWL Detailed: 2170 um
  – PortBufs: 31

Worst setup path
  – Max FO, Critical Path: 12
  – Cells along the critical path: clkdlybuf4s50_1
  – Worst EP arrival: 1.44 ns
  – Crit path max-delay cell type: dfxtp_1
  – Critical Path End Type: primary output
  – Buf/Inv on CP: 1
  – Startpoint Class: register
  – R2r setup slk: 0.73 ns
  – Worst path top cell family by delay: flip-flops
  – CP max stage delay: 0.61 ns
  – CP Class: register to primary output
  – CP required: 1.84 ns

Power
  – PwrDens: 603 nW/um^2
  – Reg power frac: 55.8%
  – Clk pwr share: 28.8%
  – Sw power: 0.000229 W
  – Leakage: 0.489 nW
  – Combinational power share: 15.4%
  – Peak VDD IR: 230 uV
  – Sw Share: 24.9%
  – Int Pwr: 0.000689 W

Worst hold path
  – Hold crit path type: register to register

Outcome
  – Status: finished, final reports clean
## kinds of logic after synthesis
logic type	count (synthesis)	share of synthesized area (%)
multiplexers	5	4.45
buffers and inverters	13	7.24
AND/OR/NAND/NOR	54	22.1
AND-OR/OR-AND	35	18.2
flip-flops	27	48.1
## per-stage QoR
| step | worst slack [ns] | cells | power [W] | hold slack, ns | util, % |
|---|---|---|---|---|---|
| after floorplan | 1.17 | 134 | 0.000600 | 0.417 | - |
| after global placement | 0.554 | 233 | 0.000666 | 0.440 | 24.9 |
| after detailed placement | 0.514 | 233 | 0.000667 | 0.446 | 24.9 |
| after CTS | 0.386 | 237 | 0.000932 | 0.459 | 25.7 |
| after global routing | 0.339 | 237 | 0.000970 | 0.477 | 25.7 |
| final | 0.404 | 237 | 0.000918 | 0.457 | 25.7 |
## layout by cell type (no fill, tap or decap)
cell / synthesis / routed
and2b_2: 1 / 1
nand4bb_1: 1 / 1
nor4_1: 1 / 1
clkdlybuf4s50_1: 0 / 31
a21oi_1: 21 / 21
o21ai_0: 4 / 4
mux2i_1: 5 / 5
clkinv_2: 0 / 1
nand4_1: 1 / 1
buf_4: 2 / 2
clkbuf_8: 0 / 3
o2bb2ai_1: 1 / 1
dfxtp_1: 27 / 27
a21boi_2: 1 / 1
nand3_1: 5 / 5
a22o_1: 1 / 1
nor2_1: 9 / 9
a211oi_1: 5 / 5
nand2_1: 30 / 30
nor2b_1: 1 / 1
nor3_1: 3 / 3
nor3_4: 1 / 1
inv_1: 3 / 3
inv_2: 1 / 1
a31oi_1: 2 / 2
nand2_2: 1 / 1
## path summary, 6_finish.rpt
check                             startpoint         endpoint  cells after the start
worst max-delay path              o_state[1]       o_state[1]                      1
worst min-delay path            o_tx_data[7]     o_tx_data[7]                      2
worst max register to register    o_state[0]  r_sample_reg[6]                      5
worst min register to register  o_tx_data[7]     o_tx_data[7]                      2
## power groups by stage
stage	Sequential [W]	Combinational, W	Clock (W)
4_1_cts	0.000512	0.000144	0.000276
5_1_grt	0.000516	0.000160	0.000294
6_report	0.000512	0.000141	0.000264
## synth_stat cells
master / instances / share of area, %
a211oi_1: 5 / 3.3
a21boi_2: 1 / 1.0
a21oi_1: 21 / 9.4
a22o_1: 1 / 0.78
a31oi_1: 2 / 1.1
and2b_2: 1 / 0.78
buf_1: 2 / 0.67
buf_2: 2 / 0.89
buf_4: 2 / 1.3
buf_6: 3 / 3.0
dfxtp_1: 27 / 48
inv_1: 3 / 1.0
inv_2: 1 / 0.33
mux2i_1: 5 / 4.5
nand2_1: 30 / 10
nand2_2: 1 / 0.56
nand3_1: 5 / 2.2
nand4_1: 1 / 0.56
nand4bb_1: 1 / 1.0
nor2_1: 9 / 3.0
nor2b_1: 1 / 0.56
nor3_1: 3 / 1.3
nor3_4: 1 / 1.4
nor4_1: 1 / 0.56
o21ai_0: 4 / 1.8
o2bb2ai_1: 1 / 0.78
## layout make-up
type | instances | share of cell area (%)
inverters | 4 | 0.986
well taps | 75 | 6.16
repair buffers | 33 | 21.4
flip-flops and latches | 27 | 35.5
multi-input cells | 94 | 32.9
clock buffers | 3 | 2.71
clock inverters | 1 | 0.329
## per-layer routing
metal  GRT usage (%)  wire [um]  vias to the layer above
li1                -          -                      516
met1            7.39       1340                      440
met2            9.29       1300                       19
met3            1.49        164                        2
met4            1.12         44                        0
met5               0          0                        -
No activity file was given, so power comes from the tool's default toggle rates.
