`flow/run.sh`:
```
#!/bin/bash
# OpenROAD 26Q1-2900-gdf79404cd8, Yosys 0.63+post, stock flow scripts
make -C /OpenROAD-flow-scripts/flow DESIGN_CONFIG=/design/flow/config.mk WORK_HOME=/design/flow/orfs finish
```
`flow/config.mk`:
```
export PLATFORM = sky130hd
export DESIGN_NAME = trigger_generator
export DESIGN_NICKNAME = trigger_generator
export VERILOG_FILES = /design/flow/design.v
export SDC_FILE = /design/flow/constraint.sdc
export NUM_CORES = 4
export LEC_CHECK = 1
export CORE_AREA = 10 10 70 70
export DIE_AREA = 0 0 80 80
```
`flow/constraint.sdc`:
```
current_design trigger_generator

set clk_period 1.5
set clk_io_pct 0.2

create_clock -name clk0 -period $clk_period [get_ports {i_clk}]

set non_clock_inputs [all_inputs -no_clocks]
set_input_delay [expr $clk_period * $clk_io_pct] -clock clk0 $non_clock_inputs
set_output_delay [expr $clk_period * $clk_io_pct] -clock clk0 [all_outputs]
```
`flow/design.v`:
```
module trigger_generator (
  input  wire        i_clk,
  input  wire        i_response_valid,
  input  wire [11:0] i_sample_data,
  input  wire        TRANSFER_DONE,
  output reg         o_TRIGGER,
  output reg         o_RESET
);
  always @(posedge i_clk) 
  begin
    if (TRANSFER_DONE) 
    begin
      o_RESET <= 1'b1;
      o_TRIGGER <= 1'b0;   
    end 
    else 
    begin
      o_RESET <= 1'b0;
      if (i_response_valid) 
      begin
        if (i_sample_data > 12'h5DC)   
        begin
          o_TRIGGER <= 1'b1;
        end 
        else 
        begin
          o_TRIGGER <= 1'b0;
        end
      end 
      else 
      begin
        o_TRIGGER <= 1'b0;
      end
    end
  end
endmodule
```
==> Changelog: implementation <==
### Changed

* Outcome: finished clean
* Final hold vios at 0
* WP buf/inv at 1
* Post-route setup TNS at 0 ns
* Pre-antenna DRT Iters at 1
* H-tree depth at 1
* Proportion of layout cells with a drive suffix above 1 at 0.219
* Clock-pin slew on the worst setup and hold paths at 0.03 ns
* Worst EP required at 1.64 ns
* Final setup violation count at 0
* Vias in the first global route at 198
* Die area at 6400 um2
* Pwr dens at 616 nW/um2
* Ys cells at 11
* Flop area at 40.0 um2
* Core area at 3420 um2
* CTS hold repair buffers at 0
* Post-synthesis cell count at 11
* Crit end category: register
* Initial antenna violation count at 0
* Total number of vias at 174
* ANT cells at 0
* DR vias/cell at 2.23
* Initial DRC count at 0
* Number of fill cells at 401
* Critical path class: in2reg
* Comb gate area at 66.3 um2
* Buffers on Ports at 16
* Setup WS post-layout at 0.0812 ns
* Wire length per cell at 9.10 um
* Unique cell types at 10
* VDD IR max at 0.109 mV
* Critical path data arrival time at 1.55 ns
* FMAX at 0.705 GHz
* Clock sink total at 2
* Fin crit period at 1.42 ns
* #FFs+latches synth at 2
* Root Driver: clkbuf_4
* Lkg Pwr at 0.153 nW
* Area grow syn2layout at 286%
* First-pass GRT wire length at 979 um
* Die Span Y at 80 um
* Max-slew violation count at 0
* Critical Path Max Stage Delay at 0.48 ns
* Mapped cell area at 96.3 um2
* Synthesized area per cell at 8.76 um2
* CP max FO at 2
* IO Pins at 17
* Tool warnings at 25
* Total Routing Usage GR at 0.0217
* Synthesis Warnings at 1
* Total CTS buffers at 3
* TritonCTS clock tree: done
* Total wire length at 710 um
* Crit path max-delay cell type: clkdlybuf4s50_1
* Rel. slew slack at 0.796
* Drc violations at 0
* Crit-path cells: clkdlybuf4s50_1, a31oi_1, or4_4, a221oi_2
* Row count at 21
* Largest net degree at the start of global routing at 4
* Gp weighted congestion at 0.670
* Final period util at 0.946
* Core Util at FP at 0.0282
* Least-Margin Pin Slew at 0.303 ns
* Crit start category: input port
* Yosys Chip Area at 96.3 um2
* Post-synthesis sequential area ratio at 0.416
* Worst Hold Class: in2reg
* CTS Buffer Depth at 2
* RSZ-0062 raised after global routing: no
* Number of max-cap violations at 0
* Antenna viol nets, final at 0
* Crit-path leading delay family: buffers and inverters
* Remaining Overflow, GRT at 0
* Die W at 80 um
* Pre-CTS setup slack at -0.250 ns
* # Post-CTS Setup Buffers at 0
cell type report:
class	instances	share of cell area
Clock buffer	3	0.0606
Multi-Input combinational cell	9	0.178
Sequential cell	2	0.108
Tap cell	46	0.155
Timing Repair Buffer	18	0.498
routing by layer:
metal | up-vias | track usage | wire length [um]
li1 | 90 | - | -
met1 | 73 | 0.0192 | 282
met2 | 11 | 0.0297 | 301
met3 | 0 | 0.0284 | 126
met4 | 0 | 0.00528 | 0
met5 | - | 0 | 0
registers in the layout (all words and copies together), names as in the netlist:
name	count
o_RESET	1
o_TRIGGER	1
metrics by stage:
step | std cells | util | cell area, um2 | hold WS (ns) | total power [mW]
floorplan | 11 | - | 96.3 | 0.328 | 0.0621
global placement | 75 | 0.0963 | 329 | 0.775 | 0.112
detailed placement | 75 | 0.0963 | 329 | 0.777 | 0.113
CTS | 78 | 0.105 | 358 | 0.539 | 0.239
global route | 78 | 0.109 | 372 | 0.524 | 0.249
finish | 78 | 0.109 | 372 | 0.528 | 0.229
Yosys cell counts (all sizes together):
library cell / n / area [um2]
nor3: 1 / 5.00
nand4: 1 / 6.26
or4: 1 / 7.51
a221oi: 1 / 8.76
nor4: 1 / 6.26
a21oi: 1 / 5.00
nand3: 1 / 5.00
dfxtp: 2 / 40.0
nand2b: 1 / 6.26
a31oi: 1 / 6.26
path summary, 6_finish.rpt:
check / end / cells past startpoint / start / slack (ns)
hold / removal: o_TRIGGER / 4 / i_sample_data[6] / 0.53
setup / recovery: o_TRIGGER / 4 / i_sample_data[3] / 0.08
layout by cell type, fill, tap and decap left out, drive strengths merged:
| cell type | synthesis | final |
|---|---|---|
| nor3 | 1 | 1 |
| a221oi | 1 | 1 |
| dlymetal6s2s | 0 | 4 |
| nand4 | 1 | 1 |
| nand3 | 1 | 1 |
| buf | 0 | 2 |
| or4 | 1 | 1 |
| nor4 | 1 | 1 |
| a21oi | 1 | 1 |
| clkdlybuf4s50 | 0 | 12 |
| nand2b | 1 | 1 |
| clkbuf | 0 | 3 |
| a31oi | 1 | 1 |
| dfxtp | 2 | 2 |
kinds of logic (layout without fill, tap and decap cells):
logic type / Yosys count / in the layout / synth area share
DFF: 2 / 2 / 0.416
AOI/OAI and AO/OA: 3 / 3 / 0.208
and+or+nand+nor: 6 / 6 / 0.377
buffers and inverters: 0 / 21 / 0
power breakdown:
part | internal (mW) | total [mW] | leakage, nW | switching [mW]
sequential | 0.0564 | 0.0570 | 0.0167 | 0.000584
clock | 0.0881 | 0.118 | 0.0138 | 0.0294
combinational | 0.0416 | 0.0545 | 0.123 | 0.0130
total | 0.186 | 0.229 | 0.153 | 0.0430
timing repair:
action                     4_1_cts  5_1_grt
gates cloned                     0        0
pin swaps                        0        3
setup endpoints to repair        1        1
resized                          1        5
tightest hold or removal path, delay by kind of cell:
kind	cells	cell delay, ns
buffers and inverters	1	0.12
AOI/OAI and AO/OA	1	0.05
and+or+nand+nor	2	0.23
No activity file was given, so power comes from the tool's default toggle rates.
