===== /design/flow/design.v =====
module signal_frame #(
  parameter SAMPLE_WIDTH = 12,
  parameter DEPTH        = 1024,
  parameter ADDR_WIDTH   = 10
)(
  input                         i_clk,
  input                         i_sample_valid,
  input      [SAMPLE_WIDTH-1:0] i_sample_data,
  input                         i_trigger,
  input                         i_RESET,
  input                         i_rd_en,
  output reg                    o_sample_valid,
  output reg [SAMPLE_WIDTH-1:0] o_sample_data,
  output reg                    o_capture_done
);
  reg [SAMPLE_WIDTH-1:0] mem [0:DEPTH-1];
  reg [ADDR_WIDTH-1:0] wr_ptr;
  reg [ADDR_WIDTH-1:0] rd_ptr;
  reg [ADDR_WIDTH-1:0] trig_ptr;
  reg capturing;
  reg triggered;
  reg [ADDR_WIDTH:0] samples_read;  
  always @(posedge i_clk) 
  begin
    if (i_RESET) 
    begin
      wr_ptr         <= 0;
      rd_ptr         <= 0;
      trig_ptr       <= 0;
      capturing      <= 0;
      triggered      <= 0;
      samples_read   <= 0;
      o_sample_valid <= 0;
      o_sample_data  <= 0;
      o_capture_done <= 0;
    end 
    else 
    begin
      if (i_sample_valid) 
      begin
        mem[wr_ptr] <= i_sample_data;
        wr_ptr <= wr_ptr + 1'b1;
      end
      if (i_trigger && !triggered) 
      begin
        triggered     <= 1;
        capturing     <= 1;
        trig_ptr      <= wr_ptr;
        rd_ptr        <= wr_ptr;
        samples_read  <= 0;
        o_capture_done <= 0;
      end 
      else if (capturing) 
      begin
        if (i_rd_en) 
        begin
          o_sample_data  <= mem[rd_ptr];
          o_sample_valid <= 1;
          rd_ptr         <= rd_ptr + 1'b1;
          samples_read   <= samples_read + 1'b1;
        end 
        else 
        begin
          o_sample_valid <= 0;
        end
        if (samples_read == DEPTH) 
        begin
          capturing      <= 0;
          o_capture_done <= 1;
        end
      end 
      else 
      begin
        o_sample_valid <= 0;
      end
    end
  end
endmodule

===== /design/flow/run.sh =====
#!/bin/bash
# OpenROAD 26Q1-2900-gdf79404cd8, Yosys 0.63+post, stock flow scripts
make -C /OpenROAD-flow-scripts/flow DESIGN_CONFIG=/design/flow/config.mk WORK_HOME=/design/flow/orfs finish

===== /design/flow/config.mk =====
export PLATFORM = sky130hd
export DESIGN_NAME = signal_frame
export DESIGN_NICKNAME = signal_frame
export VERILOG_FILES = /design/flow/design.v
export SDC_FILE = /design/flow/constraint.sdc
export NUM_CORES = 4
export LEC_CHECK = 1
export CORE_UTILIZATION = 30
export SYNTH_MEMORY_MAX_BITS = 65536

===== /design/flow/constraint.sdc =====
current_design signal_frame

set clk_period 2825.7
set clk_io_pct 0.2

create_clock -name clk0 -period $clk_period [get_ports {i_clk}]

set non_clock_inputs [all_inputs -no_clocks]
set_input_delay [expr $clk_period * $clk_io_pct] -clock clk0 $non_clock_inputs
set_output_delay [expr $clk_period * $clk_io_pct] -clock clk0 [all_outputs]

==> CHANGELOG.md <==
### Metrics

- CTS sink cnt: 12300
- Setup crit end: mem[917][0]
- CTS tree: built
- Initial antenna violation count: 174
- PortBufs: 30
- CP endpoint kind: flop
- Post-CTS setup buffer count: 0
- Ys async rst share: 0%
- Clock Skew: 0.128 ns
- Syn Inst Count: 21600
- Initial drt markers: 18700
- R2r setup slk: 2817.01 ns
- Top Ports: 31
- Drt first pass iters: 6
- Die Wd: 1260 microns
- Post-Route WL: 1570000 microns
- Via count: 240000
- CP max FO: 13
- Detailed Place HPWL: 1020000 microns
- Area taken by flip-flops and latches: 0.370 sq mm
- First-pass GRT wire length: 2140000 microns
- Chip area: 1.60 sq mm
- Core area: 1.59 sq mm
- Top cells by area: edfxtp_1 77%, mux4_2 14%, mux2i_1 1.9%, nor2_1 0.97%, mux4_1 0.57%
- Starting Density: 30.1%
- Synth Seq Share: 77.5%
- Startpoint types: input port
- Fin util: 34.9%
- Setup_tns: 0 ns
- RSZ-0062 raised after global routing: false
- Post-CTS sizing: 0
- Main flop type: edfxtp_1
- R2R depth: 15
- TritonCTS buffer count: 1251
- GR Util met3: 20.9%
- All-Layer GR Usage: 21.0%
- Synth unique cells: 93
- Layout area overhead: 15.9%
- Vias per cell: 5.20
- Critical Path, Cell by Cell: clkdlybuf4s50_1 -> nor2b_1 -> and2_1 -> nand2_4 -> buf_4 -> buf_4 -> nor2_1 -> buf_4
- Clk latency late pin: 1.45 ns
- GR met1 Demand/Resource: 18.3%
- Final Max Slew Viols: 0
- Routability Congestion: 0.951
- Antenna-violating nets left: 0
- FF-to-FF Start: rd_ptr[1]
- Yosys stat cell total: 21600
- Congestion Overflow GR: 0
- Leakage dissipation: 170 nW
- Clock tree buffer depth: 5
- Largest area contributor in the netlist: edfxtp_1
- CP peak stage delay: 1.02 ns
- Relative slew margins: 0.153%
- # rows: 463
- Largest net degree at the start of global routing: 110
- Worst-path clk slew: 0.06 ns
- Tool warnings: 45
- Mapped cell area: 0.477 sq mm
- Synth cell count leaders: 12300 x edfxtp_1, 2862 x mux4_2, 1234 x nor2_1
- Root buffer cell: clkbuf_16
- FILL cells: 144000
- Vias in the first global route: 264000
- Run status: completed
- GR peak layer: met2
- Setup violators final: 0
- Synth warnings: 1
- Post-synth EDFFs: 12300
- Fmax: 1.76 MHz
- Area leader share: 77.3%
- Worst path required time: 2826.80 ns
- Syn avg cell area: 22.1 sq um
- Max_cap viols: 0
- CP most frequent cell: buf_4
- Logic cell area: 0.0994 sq mm
- Setup CP Type: input port to flop
- Yosys stat area: 0.477 sq mm
- Synth top cell by count: edfxtp_1
- Reg2reg end: o_sample_data[3]
- DRC: 0
- HP Class: flop to flop
- Synth flops: 12300
- Chip Height: 1260 microns
- Hold buffers post-CTS: 0
- Final Cycle Share: 20.1%
- Crit-path slowest cell: clkdlybuf4s50_1
- Maximum VDD drop: 0.806 uV
- H-Tree Level Count: 7
- Crit path time final: 568.56 ns
- Hold path start: triggered
- CP startpoint: i_sample_valid
- Worst-margin pin slew: 1.46 ns
- Critical Path AT: 569.66 ns
- Met2 GRT Util: 29.2%
- WL/cell: 34.1 microns
- Cell Pwr Density: 0.713 mW/mm^2
- Fin. Hold Viols: 0
- Ratio of cells with drive above 1 in the final layout: 28.2%
[area by class of cell]
cell class	instances	area share [%]
Antenna cell	353	0.160
Tap cell	21200	4.78
Multi-Input combinational cell	7919	18.0
Timing Repair Buffer	2105	2.98
Inverter	13	0.0149
Sequential cell	12300	66.9
Clock inverter	721	1.36
Clock buffer	1514	5.89
[per-stage QoR]
step / total power, mW / hold WS [ns] / setup slack, ns / cell area (sq um) / cells
2_1_floorplan: 0.221 / 0.416 / 2257.99 / 477000 / 21600
3_3_place_gp: 0.235 / 0.469 / 2255.94 / 512000 / 43500
3_5_place_dp: 0.235 / 0.480 / 2255.88 / 512000 / 43500
4_1_cts: 0.396 / 0.494 / 2257.21 / 553000 / 45800
5_1_grt: 0.404 / 0.525 / 2257.09 / 553000 / 45900
6_report: 0.394 / 0.492 / 2257.14 / 553000 / 46100
[worst max-delay path: cells and delay by family]
kind | cells | cell delay [ns]
simple gates | 4 | 2.30
buf+inv | 4 | 2.11
[worst min-delay path by stage]
| stage | to | slack [ns] | cells past startpoint |
|---|---|---|---|
| global route | triggered | 0.52 | 2 |
| finish | triggered | 0.49 | 2 |
| CTS | triggered | 0.49 | 2 |
[layout by cell type, fill, tap and decap left out, types with 28 or more instances in the layout]
master and instances:
dfxtp_1 37, diode_2 353, nand3_1 141, clkinv_1 275, nor3_1 47, nand2_4 35
a21oi_1 276, and3_1 28, a32oi_1 40, mux2i_1 913, o211ai_1 42, a211oi_1 85
nor4_1 29, clkbuf_1 249, mux4_2 2862, a22oi_1 286, bufinv_16 99, o21ai_0 185
nand4_1 38, mux2_2 96, clkinvlp_4 30, clkinv_2 205, edfxtp_1 12300, buf_12 42
o22ai_1 199, o221ai_1 54, nor2_1 1213, buf_4 2032, nor2b_1 36, clkinv_16 40
a31oi_1 65, clkinv_8 29, clkbuf_16 1265, mux4_1 104, a221oi_1 148, nand2_1 560
[routing by layer]
layer	part of all wire [%]	wire, microns
met1	27	419000
met2	45	701000
met3	22	341000
met4	6.3	99600
met5	0.72	11400
[cell families (layout without fill, tap and decap cells)]
group	Yosys count	in the layout	synth area share, %
AND/OR/NAND/NOR	2299	2299	2.02
multiplexers	3976	3976	16.2
other	0	353	0
buffers and inverters	1362	4353	1.83
AND-OR/OR-AND	1614	1614	2.36
flip-flops	12300	12300	77.5
adder cells (fa/ha/maj)	7	7	0.0183
XOR/XNOR	23	23	0.0422
[sequential cells by signal, indices dropped and copies added, names as in the netlist]
signal	flops
capturing	1
mem	12288
o_capture_done	1
o_sample_data	12
o_sample_valid	1
rd_ptr	10
samples_read	11
triggered	1
wr_ptr	10
[report_power, final]
part,switching [mW],internal [mW],leakage [nW]
logic,0.0204,0.00990,39.5
registers,0.000221,0.201,111
clock network,0.0708,0.0919,19.5
total,0.0913,0.303,170
No activity file was given, so power comes from the tool's default toggle rates.
